--- constraint.sdc ---
current_design simon

set clk_period 8.4
set clk_io_pct 0.2

create_clock -name clk0 -period $clk_period [get_ports {clk}]

set non_clock_inputs [all_inputs -no_clocks]
set_input_delay [expr $clk_period * $clk_io_pct] -clock clk0 $non_clock_inputs
set_output_delay [expr $clk_period * $clk_io_pct] -clock clk0 [all_outputs]
--- run.sh ---
#!/bin/bash
# OpenROAD 26Q1-2900-gdf79404cd8, Yosys 0.63+post, stock flow scripts
make -C /OpenROAD-flow-scripts/flow DESIGN_CONFIG=/design/flow/config.mk WORK_HOME=/design/flow/orfs finish
--- config.mk ---
export PLATFORM = sky130hd
export DESIGN_NAME = simon
export DESIGN_NICKNAME = simon
export VERILOG_FILES = /design/flow/design.v
export SDC_FILE = /design/flow/constraint.sdc
export NUM_CORES = 4
export LEC_CHECK = 1
export CORE_UTILIZATION = 30
export SYNTH_HDL_FRONTEND = slang
--- design.v ---
`timescale 1ns / 1ps
module debounce(input [4:0] pb, clk, output [4:0] pb_out);
    wire slow_clk_en;
    wire [4:0] Q1, Q2, Q2_bar, Q0;
    clock_enable u1(clk, slow_clk_en);
    my_dff_en d0(clk, slow_clk_en, pb[0], Q0[0]);
    my_dff_en d1(clk, slow_clk_en, pb[1], Q0[1]);
    my_dff_en d2(clk, slow_clk_en, pb[2], Q0[2]);
    my_dff_en d3(clk, slow_clk_en, pb[3], Q0[3]);
    my_dff_en d12(clk, slow_clk_en, pb[4], Q0[4]);
    my_dff_en d4(clk, slow_clk_en, Q0[0], Q1[0]);
    my_dff_en d5(clk, slow_clk_en, Q0[1], Q1[1]);
    my_dff_en d6(clk, slow_clk_en, Q0[2], Q1[2]);
    my_dff_en d7(clk, slow_clk_en, Q0[3], Q1[3]);
    my_dff_en d13(clk, slow_clk_en, Q0[4], Q1[4]);
    my_dff_en d8(clk, slow_clk_en, Q1[0], Q2[0]);
    my_dff_en d9(clk, slow_clk_en, Q1[1], Q2[1]);
    my_dff_en d10(clk, slow_clk_en,Q1[2], Q2[2]);
    my_dff_en d11(clk, slow_clk_en,Q1[3], Q2[3]);
    my_dff_en d14(clk, slow_clk_en,Q1[4], Q2[4]);
    assign Q2_bar = ~Q2;
    assign pb_out = Q1 & Q2_bar;
endmodule
module clock_enable(input Clk_100M,output slow_clk_en);
    reg [26:0]counter=0;
    always @(posedge Clk_100M)
    begin
       counter <= (counter>=249999)?0:counter+1;
    end
    assign slow_clk_en = (counter == 249999)?1'b1:1'b0;
endmodule
module my_dff_en(input DFF_CLOCK,clock_enable,D,output reg Q=0);
    always @ (posedge DFF_CLOCK) begin
        if(clock_enable==1) 
           Q <= D;
    end
endmodule
`timescale 1ns / 1ps
module simon(
   input clk,
    input reset,
    input [4:0] buttons,
    output reg[3:0] led,
    output reg[5:0] state_led,
    output reg [6:0] out, 
    output reg [3:0] anod
    );
    integer i=0;
    integer j=0;
    reg [31:0] row_control = 0;
    reg [31:0] counter;
    reg slow_clk;
    reg [3:0] matrix[31:0];
    reg [3:0] gamer_matrix[31:0];
    reg [31:0]user_index = 0;
    wire [4:0]r_buttons;
    reg [31:0] random_counter = 0;
    reg [1:0] rnd = 0;
    reg [13:0] whichRow = 0;
    reg isGameFinished = 0;
    integer inputControl = 0;
    reg isPressed = 0;       
    reg [19:0] refresh_counter;
    reg [3:0] led_bcd;
    reg [3:0] a;
    reg [3:0] b;
    reg [3:0] c;
    reg [3:0] d;
    reg [3:0] a_bcd;
    reg [3:0] b_bcd;
    reg [3:0] c_bcd;
    reg [3:0] d_bcd;
    localparam b_down = 5'b01000, b_up = 5'b00001, b_left = 5'b00010, b_right = 5'b00100, b_start = 5'b10000;
    localparam ld6_down = 4'b0001, ld9_up = 4'b1000, ld8_left = 4'b0100, ld7_right = 4'b0010, reset_led = 4'b0000;
    localparam ld12_down = 4'b0001, ld15_up = 4'b1000, ld14_left = 4'b0100, ld13_right = 4'b0010;
    localparam RANDOM_ON_STATE = 4'b0001;
    localparam RANDOM_OFF_STATE = 4'b0010;
    localparam INPUT_STATE = 4'b0011;
    localparam CHECK_STATE = 4'b0100;
    localparam LED_STATE = 4'b0110;
    localparam GAME_OVER_STATE = 4'b0101;
    localparam MATRIX_OFF_STATE = 4'b0111;
    localparam LED_OFF_STATE = 4'b1000;
    reg [3:0] STATE = 4'b0000;
    reg [3:0] STATE_NEXT = 4'b0000;
    initial begin
        for(i=0; i<32; i=i+1) begin
            matrix[i] = 0;
            gamer_matrix[i] = 0;
        end            
    end
    debounce db(buttons,clk,r_buttons);
    always@(posedge |buttons)begin
        rnd=random_counter%4;
    end
    always@(posedge clk) begin
        if(buttons == b_start)
            isPressed = 1;
        else
            isPressed = 0;
    end
    always@(posedge |r_buttons ) begin
            if(buttons == b_start && STATE == 0) begin
                STATE_NEXT = RANDOM_ON_STATE;
            end
           if(STATE == GAME_OVER_STATE && buttons == b_start) begin
                user_index = 0;
                STATE_NEXT = RANDOM_ON_STATE;
                for(j=0; j<32; j=j+1) begin
                     gamer_matrix[j] = 0;
                end        
            end
            if(STATE == INPUT_STATE)
                begin
                    case(buttons)
                        b_down : 
                            begin
                                gamer_matrix[user_index] = ld6_down;
                            end
                        b_up : 
                            begin
                                gamer_matrix[user_index] = ld9_up;
                            end
                        b_left : 
                            begin 
                                 gamer_matrix[user_index] = ld8_left;
                            end
                        b_right : 
                            begin
                                gamer_matrix[user_index] = ld7_right;
                            end
                    endcase
                    user_index = user_index +1;
                    if(user_index >= whichRow) begin
                        user_index = 0;
                    end                              
                end
        end
    always@(posedge slow_clk) begin
            if(STATE == 0)
                STATE = STATE_NEXT;        
            case(STATE)
                RANDOM_ON_STATE :
                begin
                        state_led = 6'b000001;
                        case(rnd)
                                0:  matrix[whichRow] = ld9_up;
                                1:  matrix[whichRow] = ld8_left;
                                2:  matrix[whichRow] = ld7_right;
                                3:  matrix[whichRow] = ld6_down;
                        endcase
                        led = matrix[whichRow];                        
                        whichRow = whichRow +1;                        
                        STATE= RANDOM_OFF_STATE;                                         
                end
                RANDOM_OFF_STATE :
                begin
                        state_led = 6'b000010;
                        led = reset_led;
                        STATE = INPUT_STATE;
                end
                INPUT_STATE :
                begin                    
                        state_led = 6'b000100;
                        inputControl = inputControl + 1;
                        if(inputControl >= 2*whichRow) begin
                            STATE = CHECK_STATE;
                            inputControl = 0;
                        end                       
                end
                CHECK_STATE :
                begin
                        state_led = 6'b001000; 
                        isGameFinished = 0;
                        for(i=0; i<32 && isGameFinished == 0; i=i+1) begin
                            if(matrix[i] != gamer_matrix[i])
                            isGameFinished = 1;
                        end
                        if(isGameFinished == 1) begin
                            STATE = GAME_OVER_STATE;
                            whichRow = 0;
                        end
                        else begin
                            STATE = LED_STATE; 
                        end
                        a = whichRow % 10;
                        b = (whichRow/10)%10;
                        c = (whichRow/100) % 10;
                        d = (whichRow/1000)%10;
                        case (a)
                            0: a_bcd = 4'b0000;
                            1: a_bcd = 4'b0001;
                            2: a_bcd = 4'b0010;
                            3: a_bcd = 4'b0011;
                            4: a_bcd = 4'b0100;
                            5: a_bcd = 4'b0101;
                            6: a_bcd = 4'b0110;
                            7: a_bcd = 4'b0111;
                            8: a_bcd = 4'b1000;
                            9: a_bcd = 4'b1001;
                        endcase
                         case (b)
                            0: b_bcd = 4'b0000;
                            1: b_bcd = 4'b0001;
                            2: b_bcd = 4'b0010;
                            3: b_bcd = 4'b0011;
                            4: b_bcd = 4'b0100;
                            5: b_bcd = 4'b0101;
                            6: b_bcd = 4'b0110;
                            7: b_bcd = 4'b0111;
                            8: b_bcd = 4'b1000;
                            9: b_bcd = 4'b1001;
                        endcase
                         case (c)
                            0: c_bcd = 4'b0000;
                            1: c_bcd = 4'b0001;
                            2: c_bcd = 4'b0010;
                            3: c_bcd = 4'b0011;
                            4: c_bcd = 4'b0100;
                            5: c_bcd = 4'b0101;
                            6: c_bcd = 4'b0110;
                            7: c_bcd = 4'b0111;
                            8: c_bcd = 4'b1000;
                            9: c_bcd = 4'b1001;
                        endcase
                         case (d)
                            0: d_bcd = 4'b0000;
                            1: d_bcd = 4'b0001;
                            2: d_bcd = 4'b0010;
                            3: d_bcd = 4'b0011;
                            4: d_bcd = 4'b0100;
                            5: d_bcd = 4'b0101;
                            6: d_bcd = 4'b0110;
                            7: d_bcd = 4'b0111;
                            8: d_bcd = 4'b1000;
                            9: d_bcd = 4'b1001;
                        endcase
                end
                GAME_OVER_STATE :
                begin
                        state_led = 6'b010000;
                        whichRow = 0;
                        for(i=0; i<32; i=i+1)
                            matrix[i] = 0;  
                        if(isPressed)
                            STATE = 0;     
               end
               LED_STATE :
               begin                   
                        led = matrix[row_control];
                        if(row_control <30 && matrix[row_control+1] == led) begin
                            STATE = MATRIX_OFF_STATE;
                        end
                        else begin                            
                            row_control = row_control+1;                       
                            if(row_control >= whichRow) begin
                                row_control = 0;
                                STATE = LED_OFF_STATE;
                            end                           
                       end        
                end
                MATRIX_OFF_STATE :
                begin                        
                    led = reset_led;                        
                    row_control = row_control+1;                        
                    STATE = LED_STATE;                        
                end
                LED_OFF_STATE :
                begin                       
                    led = reset_led;                        
                    STATE = RANDOM_ON_STATE;                        
                end 
           endcase
        end    
    always @(posedge clk) begin       
            random_counter = random_counter + 1; 
            if(counter == 10**8/2) begin
                counter = 0;
                slow_clk= ~slow_clk;
            end
            counter = counter +1;   
    end
    always @(clk) begin
        case(refresh_counter[19:18])
        2'b00: begin
            anod = 4'b1110; 
            led_bcd = a_bcd;
        end
        2'b01: begin
            anod = 4'b1101; 
            led_bcd = b_bcd;
        end
        2'b10: begin
            anod = 4'b1011; 
            led_bcd = c_bcd;
        end
        2'b11: begin
            anod = 4'b0111; 
            led_bcd = d_bcd;
        end
        endcase
    end
    always @(clk) begin
        case(led_bcd)
            4'b0000: out = 7'b0000001;  
            4'b0001: out = 7'b1001111;  
            4'b0010: out = 7'b0010010;  
            4'b0011: out = 7'b0000110;  
            4'b0100: out = 7'b1001100;  
            4'b0101: out = 7'b0100100;  
            4'b0110: out = 7'b0100000;  
            4'b0111: out = 7'b0001111;  
            4'b1000: out = 7'b0000000;  
            4'b1001: out = 7'b0000100;  
            default: out = 7'b0000001;  
        endcase
    end
    always @(posedge clk) begin 
        refresh_counter <= refresh_counter + 1;
    end 
endmodule
==> summary.txt <==
On the backend side, the flow ran end to end.

The run finished with clean final reports. The tightest hold path in the finished design has a slack of 0.4105 ns. The first global-routing pass estimated 154.6 mm of wire. The cell-mix breakdown from Yosys lists the simple-gate area share as 20.29%. Per the run summary, max-cap violations total 0. The layout overhead on the synthesized area stands at 6.532%.

The timing report shows that the slowest cell on the worst path is sky130_fd_sc_hd__mux4_2. At the later pin of the worst-skew pair, clock insertion delay measures 0.37 ns. The number of enable flip-flop cells stands at 247. For this run, the detailed router's first-pass iteration total came to 5. The number of buffers created by CTS stands at 9. The cell count after synthesis stands at 3722.

Walking the worst path, the cells encountered are mux4_2 > inv_1 > ha_1 > nand2b_1 > a21oi_1 > clkdlybuf4s50_1. The vertical extent of the die stands at 340.1 µm. The number of global-route vias before repair came to 26.40k. By area, the combinational part of the netlist is dominated by simple AND/OR/NAND/NOR gates. In the setup report, the worst path falls into the class flop to output pin.

Post-CTS repair ended up resizing 0 cells. After clock tree synthesis, the flow added hold-fix buffers numbering 0. The initial antenna violation count is 1. The timer found 397 register pins that no clock reaches; their paths are not timed. The commonest register cell is sky130_fd_sc_hd__dfxtp_1. The global-route total usage across every layer stands at 17.46%. The final layout contains routed wiring with a total length of 99.81 mm. The number of diodes added for antenna fixing stands at 0. The setup check on the worst reg-to-reg path leaves a slack of 5.99 ns. The stage delay of the slowest cell on the critical path stands at 0.62 ns. Broken down by cell family, the worst path's largest delay share belongs to multiplexers.

The worst register-to-register path begins at counter[2]$_DFF_P_. The endpoint of the worst hold path is reported as random_counter[0]$_DFF_P_. From left edge to right edge, the die measures 340.1 µm. The worst setup path is captured at an output pin.

The detail route stage leaves a number of antenna-violating nets equal to 0. In this run the deepest clock path goes through 2 buffers. The number of cells on the worst hold path stands at 1. The top-area cell type share of the netlist area stands at 21.63%. Setup repair after global routing left no endpoint under its margin. The flow reports an fmax of 0.2379 GHz. Yosys printed 0 warnings. Per the detail_route log, met2 wirelength is 45.30 mm.

Cells with a size suffix above 1 make up 7.513% of the layout. OpenROAD reports that the post-layout worst path occupies 50.04% of the period. The mux share of post-synthesis cell area stands at 12.95%. The sum of routed wire segments on met1 stands at 42.37 mm.

The count of buffers inserted at the top-level ports stands at 25. The timing report gives the clock slew at the launch and capture registers of the worst setup and hold paths as 0.08 ns. In this run the tightest slew margin relative to its limit is 37.09%. The count of vias placed by the detailed router stands at 28.20k.

In this run the top signal layer used is met5. The number of logged tool warnings stands at 38. The post-CTS setup buffer count stands at 0.

The via count normalized by instance count stands at 5.480. The arrival time at the worst endpoint stands at 2.52 ns. TritonCTS built the clock tree. Per the CTS log, the root buffer master is sky130_fd_sc_hd__clkbuf_16. The clock period could shrink to 4.203 ns.

The area fraction in full adders, half adders and majority gates stands at 3.065%. The final number of setup-violating endpoints stands at 0. Looking at the clock tree report, the H-tree level count equals 3.

The core region is 113000 µm². The floorplan report gives the top-level pin count as 28. The overall overflow remaining after global route stands at 0. The number of cells reported by Yosys stat comes to 3722. According to the hold report, the worst path is of the flop to flop type. The setup total negative slack stands at 0 ns. The main area contributors are sky130_fd_sc_hd__edfxtp_1 (22%), sky130_fd_sc_hd__dfxtp_1 (14%), sky130_fd_sc_hd__mux4_2 (7.6%), sky130_fd_sc_hd__xnor2_1 (6.3%), sky130_fd_sc_hd__nor2_1 (5.2%). For this run, asynchronously set or reset flops after synthesis account for 0%. The share of synthesized area occupied by flip-flops and latches stands at 36.11%. For reference, compound AND-OR and OR-AND cells occupy 16.03% of the area reported after synthesis. Looking at hold timing, the worst path starts from random_counter[0]$_DFF_P_. Of all cell types, the one taking the most synthesized area is sky130_fd_sc_hd__edfxtp_1. The post-route total power stands at 0.9042 mW.

Per the OpenROAD floorplan log, the area of the die is 115600 µm². The distinct cell type count after synthesis stands at 111. The final routed wire length divided by cell count stands at 19.39 µm. The final core utilization stands at 32.34%. Max-slew check failures listed in the final report amount to 0. The chip area line in the Yosys stat output reads 34290 µm². At the floorplan stage, the core utilization is reported as 30.35%.

For reference, the post-synthesis area per instance comes to 9.212 µm². The OpenROAD report gives the critical path a required time of 6.72 ns. The violation count after the first detailed-routing iteration stands at 2028. The final hold violation count recorded for this run is 0. Per the timing report, the biggest fanout along the worst path comes to 9. According to the dpl log, the detail-placed design has an HPWL of 74.85 mm. The detailed-route DRC error count stands at 0. Per the summary, power density relative to cell area is 24.75 nW/µm². The leakage power of the design stands at 12.53 nW. The path depth of the worst reg2reg path stands at 10. 620 endpoints have no timing constraint. Along the critical path, the tally of buffer and inverter instances is 2. STA classifies the critical path startpoint as a flop. The maximum vdd drop stands at 0.1226 mV. The total number of placement rows stands at 123. The register bit count reported by yosys stands at 495. The pin count of the biggest net entering global routing stands at 87. The routed length on met3 stands at 9.212 mm. The area of the mapped netlist stands at 34290 µm². The last weighted congestion value of the routability-driven placer stands at 1.032. Looking at the max-slew report, the worst-margin pin has a slew of 0.9350 ns. Of the total synthesized cell area, the portion taken by XOR and XNOR cells is 8.225%. STA lists the endpoint of the worst register-to-register path as counter[31]$_DFF_P_. Clock skew on the completed layout was measured at 0.01340 ns.
layer usage:
| layer | track usage [%] | vias to the layer above |
|---|---|---|
| li1 | - | 13664 |
| met1 | 24.42 | 13304 |
| met2 | 26.79 | 1064 |
| met3 | 5.630 | 168 |
| met4 | 4.035 | 4 |
| met5 | 0.6536 | - |
sequential cells by signal, summed over array words and instances, names as in the netlist, 20 cells and up:
signal	cells
counter	32
db.u1.counter	27
gamer_matrix	128
inputControl	32
matrix	128
refresh_counter	20
row_control	32
user_index	32
where the power goes:
part / leakage (nW) / internal [mW] / switching, mW
Sequential: 4.22 / 0.479 / 0.000715
Clock: 0.138 / 0.208 / 0.205
Combinational: 8.17 / 0.00439 / 0.00671
Total: 12.5 / 0.691 / 0.213
stage by stage:
step                      worst slack [ns]  instances  cell area (µm²)
after floorplan                      5.025       3748            34390
after global placement               4.504       5131            36240
after detailed placement             4.533       5131            36240
after CTS                            4.111       5147            36530
after global routing                 3.972       5147            36530
final                                4.197       5147            36530
logic make-up (layout without fill, tap and decap cells):
family / count (synthesis) / in the layout
flip-flops: 495 / 495
other: 1 / 27
buffers and inverters: 284 / 183
multiplexers: 297 / 297
adder cells (fa/ha/maj): 86 / 86
AND-OR/OR-AND: 776 / 776
AND/OR/NAND/NOR: 1464 / 1464
XOR/XNOR: 319 / 319
worst max-delay path by stage:
stage / start / endpoint / slack, ns / cells past startpoint
5_1_grt: refresh_counter[19]$_DFF_P_ / out[3] / 3.97 / 6
4_1_cts: refresh_counter[19]$_DFF_P_ / out[3] / 4.11 / 5
6_report: refresh_counter[19]$_DFF_P_ / out[3] / 4.20 / 6
cell type report:
type                    count  area (µm²)
repair buffers             84       693.2
well taps                1500        1877
inverters                  83       314.1
flip-flops and latches    495       12380
clock buffers              10       229.0
multi-input cells        2969       20980
clock inverters             6       53.80
fillers                 11584       76430
synthesized netlist by cell type (10+ instances only):
cell type and instances:
sky130_fd_sc_hd__nor4_1 50, sky130_fd_sc_hd__and4_1 14, sky130_fd_sc_hd__a21oi_1 144, sky130_fd_sc_hd__maj3_1 10, sky130_fd_sc_hd__o31ai_1 25, sky130_fd_sc_hd__o2111ai_1 10
sky130_fd_sc_hd__buf_2 20, sky130_fd_sc_hd__nand3_1 130, sky130_fd_sc_hd__xor2_1 70, sky130_fd_sc_hd__nor2b_1 45, sky130_fd_sc_hd__or3_1 21, sky130_fd_sc_hd__mux4_2 116
sky130_fd_sc_hd__ha_1 76, sky130_fd_sc_hd__nor3_1 66, sky130_fd_sc_hd__mux2i_1 170, sky130_fd_sc_hd__inv_1 74, sky130_fd_sc_hd__nor3b_1 10, sky130_fd_sc_hd__a211oi_1 25
sky130_fd_sc_hd__o21ai_0 133, sky130_fd_sc_hd__nand2b_1 48, sky130_fd_sc_hd__a22oi_1 119, sky130_fd_sc_hd__nor2_1 472, sky130_fd_sc_hd__a32o_1 15, sky130_fd_sc_hd__a31oi_1 33
sky130_fd_sc_hd__dfxtp_1 248, sky130_fd_sc_hd__nand4_1 77, sky130_fd_sc_hd__mux2_2 10, sky130_fd_sc_hd__a21o_1 18, sky130_fd_sc_hd__buf_1 16, sky130_fd_sc_hd__or2_2 10
sky130_fd_sc_hd__a21boi_0 12, sky130_fd_sc_hd__nand2_1 370, sky130_fd_sc_hd__clkbuf_1 157, sky130_fd_sc_hd__o21a_1 15, sky130_fd_sc_hd__o211ai_1 26, sky130_fd_sc_hd__o22ai_1 41
sky130_fd_sc_hd__and2_1 45, sky130_fd_sc_hd__xnor2_1 247, sky130_fd_sc_hd__and3_1 54, sky130_fd_sc_hd__a22o_1 16, sky130_fd_sc_hd__edfxtp_1 247
placed cells by master (no fill, tap or decap), types with 16 or more instances in the layout:
| cell | count |
|---|---|
| sky130_fd_sc_hd__and3_1 | 53 |
| sky130_fd_sc_hd__o22ai_1 | 41 |
| sky130_fd_sc_hd__nand3_1 | 130 |
| sky130_fd_sc_hd__ha_1 | 76 |
| sky130_fd_sc_hd__or3_1 | 21 |
| sky130_fd_sc_hd__a22o_1 | 16 |
| sky130_fd_sc_hd__buf_4 | 59 |
| sky130_fd_sc_hd__mux4_2 | 116 |
| sky130_fd_sc_hd__a211oi_1 | 25 |
| sky130_fd_sc_hd__nor4_1 | 49 |
| sky130_fd_sc_hd__nand2b_1 | 48 |
| sky130_fd_sc_hd__conb_1 | 27 |
| sky130_fd_sc_hd__edfxtp_1 | 247 |
| sky130_fd_sc_hd__inv_1 | 74 |
| sky130_fd_sc_hd__a21oi_1 | 144 |
| sky130_fd_sc_hd__clkdlybuf4s50_1 | 25 |
| sky130_fd_sc_hd__nand2_1 | 369 |
| sky130_fd_sc_hd__xor2_1 | 70 |
| sky130_fd_sc_hd__dfxtp_1 | 248 |
| sky130_fd_sc_hd__nor2b_1 | 43 |
| sky130_fd_sc_hd__a31oi_1 | 32 |
| sky130_fd_sc_hd__xnor2_1 | 247 |
| sky130_fd_sc_hd__and2_1 | 45 |
| sky130_fd_sc_hd__o211ai_1 | 26 |
| sky130_fd_sc_hd__a21o_1 | 18 |
| sky130_fd_sc_hd__o31ai_1 | 25 |
| sky130_fd_sc_hd__nor3_1 | 60 |
| sky130_fd_sc_hd__o21ai_0 | 133 |
| sky130_fd_sc_hd__a22oi_1 | 119 |
| sky130_fd_sc_hd__mux2i_1 | 170 |
| sky130_fd_sc_hd__nand4_1 | 77 |
| sky130_fd_sc_hd__nor2_1 | 469 |
No activity file was given, so power comes from the tool's default toggle rates.
